`flow/run.sh`:
```
#!/bin/bash
# OpenROAD 26Q1-2900-gdf79404cd8, Yosys 0.63+post, stock flow scripts
make -C /OpenROAD-flow-scripts/flow DESIGN_CONFIG=/design/flow/config.mk WORK_HOME=/design/flow/orfs finish
```
`flow/config.mk`:
```
export PLATFORM = sky130hd
export DESIGN_NAME = LEDControl
export DESIGN_NICKNAME = LEDControl
export VERILOG_FILES = /design/flow/design.v
export SDC_FILE = /design/flow/constraint.sdc
export NUM_CORES = 4
export LEC_CHECK = 1
export CORE_AREA = 10 10 70 70
export DIE_AREA = 0 0 80 80
```
`flow/constraint.sdc`:
```
current_design LEDControl

set clk_period 1.0
set clk_io_pct 0.2

create_clock -name clk0 -period $clk_period [get_ports {clk}]

set non_clock_inputs [all_inputs -no_clocks]
set_input_delay [expr $clk_period * $clk_io_pct] -clock clk0 $non_clock_inputs
set_output_delay [expr $clk_period * $clk_io_pct] -clock clk0 [all_outputs]
```
`flow/design.v`:
```
`timescale 1ns/1ps
module LEDControl (
    input clk,
    input rst,
    input [31: 0] addr,
    input [31: 0] data_in,
    output [6: 0] led_out,
    output [3: 0] an_out,
);
    reg [11:0] data;
    assign led_out = data[11:5];
    assign an_out = data[3:0];
always @ (posedge clk) begin
    if (rst) begin
        data <= 12'h0;
    end
    else begin
        data <= data_in[11:0];
    end
end
endmodule
```
==> out/qor.txt <==
H-tree levels -> 1
Pwr Density -> 1323 nW/µm²
DRT iter0 DRCs -> 10
Peak VDD IR -> 0.3547 mV
minimum clock period -> 941.0 ps
num ports -> 77
Residual DRC -> 0
Final HPWL DP -> 804.4 µm
Critical Path End Type -> primary output
Biggest register -> data
cycle use final -> 94.10%
tool warnings -> 78
IO buf count -> 23
Final Max-Slew Violation Tally -> 0
Largest register FFs -> 11
Design Area, Final -> 655.6 µm²
Crit path max-delay family -> flip-flops
met1 Resource Use GR -> 2.313%
yosys stat area -> 337.8 µm²
Buf+Inv Stages, Crit Path -> 1
Post-Place Cell Area -> 629.4 µm²
Final Hold Fails -> 0
Root Driver -> clkbuf_4
Post-Syn Instances -> 23
num rows -> 21
leakage -> 0.2587 nW
critical path endpoint -> led_out[3]
clock sink count -> 11
status -> finished, final reports clean
Mapped Area -> 337.8 µm²
CP Max Fanout -> 1
Total GRT Usage -> 2.754%
Flop pwr share -> 53.8%
worst slew pin tran -> 117.3 ps
CP Launch Type -> flip-flop
chip area -> 6400 µm²
Seq share, synth -> 65.19%
largest net degree at the start of global routing -> 7
First-pass DRT Iterations -> 2
synth warn -> 1
endpoints failing setup -> 0
via count -> 231
initial antenna violation count -> 0
gr ovfl total -> 0
slowest CP cell -> dfxtp_1
CP Launch Point -> data[8]
Core Area -> 3416 µm²
share of layout cells above drive strength 1 -> 31.37%
CTS tree -> built
Critical Path AT -> 740 ps
Total Power -> 867.4 µW
CP required -> 800 ps
Final Wtd Congestion -> 0.7036
post-route ant nets -> 0
CTS buffer count -> 3
max-slew headroom at the worst pin -> 92.18%
vias per inst -> 2.381
CP Class -> reg -> out
worst hold path depth -> 2
Int Power -> 707.3 µW
Max Fclk -> 1.063 GHz
cell count along the critical path -> 1
worst hold slack -> 501.6 ps
Max clock buf depth -> 2
NetSw -> 160.1 µW
global route hottest layer -> met2
Area Overhead vs Synth -> 94.07%
Sw Ratio -> 18.46%
CP max stage delay -> 310 ps
Final Util -> 19.19%
clk slew on worst S/H paths -> 70 ps
biggest regs -> data (11)
first-pass GRT wire length -> 1.207 mm
global routing usage on met2 -> 4.414%
WL/cell -> 9.247 µm
cell total in the yosys stat output -> 23
DRT Wirelength -> 897 µm
Comb pwr share -> 13.6%
Yosys cell types -> 5
max cap viols -> 0
vias in the first global route -> 234
critical path cell sequence -> clkdlybuf4s15_1
Synth Area per Inst -> 14.69 µm²
Die W -> 80 µm
clock network power share -> 32.7%
antenna diode count -> 0
Init Core Util -> 9.890%
die height -> 80 µm
total setup buffers inserted after CTS -> 0
Hold Crit Class -> in -> reg
met3 usage in global routing -> 3.182%
RSZ-0062 raised after global routing -> no
ys flops -> 11
-- power groups by stage --
stage     clock network (mW)  registers (mW)  logic, mW
4_1_cts                0.301           0.466      0.120
5_1_grt                0.332           0.468      0.128
6_report               0.283           0.466      0.118
-- routing by layer --
metal,wire length [µm],vias to the layer above
li1,-,124
met1,334,93
met2,421,14
met3,142,0
met4,0,0
met5,0,-
-- logic make-up after synthesis --
logic type | count (synthesis) | synth area share [%]
buf+inv | 1 | 3.333
simple gates | 11 | 31.48
flops | 11 | 65.18
-- through the flow --
step,TNS [ps],instances,worst slack (ps)
after floorplan,0,23,501.9
after global placement,-284.8,93,-40.35
after detailed placement,-300.4,93,-41.98
after CTS,0,97,0.4653
after global routing,0,97,1.465
final,0,97,59.03
-- cells in the mapped netlist --
cell type  count  area [µm²]
nor2b_2        8       70.07
dfxtp_1       11       220.2
nor2b_4        2       27.53
buf_6          1       11.26
and2b_2        1       8.760
-- cells in the final DEF (no fill, tap or decap) --
cell,count
clkdlybuf4s50_1,12
dfxtp_1,11
clkdlybuf4s15_1,11
nor2b_2,8
clkbuf_4,3
nor2b_4,2
buf_4,2
and2b_2,1
clkbuf_1,1
-- final cells by class --
type | count | area (µm²)
multi-input combinational | 11 | 106.4
tap | 46 | 57.56
fill | 389 | 2760
timing repair buffer | 25 | 245.2
sequential | 11 | 220.2
clock buffer | 4 | 26.28
-- worst min path at each step --
| stage | from | to | slack (ps) |
|---|---|---|---|
| after CTS | data_in[11] | data[11] | 490 |
| after global routing | data_in[7] | data[7] | 490 |
| final | data_in[11] | data[11] | 500 |
-- timing repair --
item | in CTS | in global routing
gates resized | 18 | 4
endpoints found under the setup margin | 11 | 4
cloned | 0 | 0
hold buffers | 0 | 0
Power figures rest on the tool's default switching activity, not on a simulated workload.
